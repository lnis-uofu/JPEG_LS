==> design/flow/design.v <==
`timescale 1ns/1ns
module Encode_EOR_Limit #(parameter encodedlength_width = 6, dataOut_length = 64)
			 (input [dataOut_length - 1:0] encoded_data_eor_limit, input [encodedlength_width - 1:0] encoded_data_eor_limit_length, output [dataOut_length - 1:0] final_encoded_data_eor_limit,
			  output reg [encodedlength_width - 1:0] final_encoded_data_eor_limit_length, output reg [7:0] current_byteoverflow_data, output reg [3:0] current_byteoverflow_data_length);
	assign final_encoded_data_eor_limit = encoded_data_eor_limit;
	always @ (encoded_data_eor_limit or encoded_data_eor_limit_length) begin
		if(encoded_data_eor_limit_length == 16) begin
			final_encoded_data_eor_limit_length = encoded_data_eor_limit_length;
			current_byteoverflow_data = 0;
			current_byteoverflow_data_length = 0;
		end
		else if (encoded_data_eor_limit_length > 16 && encoded_data_eor_limit_length < 24) begin
			final_encoded_data_eor_limit_length = 16;
			current_byteoverflow_data = encoded_data_eor_limit[47:40];
			current_byteoverflow_data_length = encoded_data_eor_limit_length - 16;
		end
		else if (encoded_data_eor_limit_length == 24) begin
			final_encoded_data_eor_limit_length = encoded_data_eor_limit_length;
			current_byteoverflow_data = 0;
			current_byteoverflow_data_length = 0;
		end
		else if (encoded_data_eor_limit_length > 24 && encoded_data_eor_limit_length < 32) begin
			final_encoded_data_eor_limit_length = 24;
			current_byteoverflow_data = encoded_data_eor_limit[39:32];
			current_byteoverflow_data_length = encoded_data_eor_limit_length - 24;
		end
		else if (encoded_data_eor_limit_length == 32) begin
			final_encoded_data_eor_limit_length = 32;
			current_byteoverflow_data = 0;
			current_byteoverflow_data_length = 0;
		end
		else if (encoded_data_eor_limit_length > 32 && encoded_data_eor_limit_length < 40) begin
			final_encoded_data_eor_limit_length = 32;
			current_byteoverflow_data = encoded_data_eor_limit[31:24];
			current_byteoverflow_data_length = encoded_data_eor_limit_length - 32;
		end
		else if (encoded_data_eor_limit_length == 40) begin
			final_encoded_data_eor_limit_length = 42;
			current_byteoverflow_data = 0;
			current_byteoverflow_data_length = 0;
		end
		else if (encoded_data_eor_limit_length > 40 && encoded_data_eor_limit_length < 48) begin
			final_encoded_data_eor_limit_length = 40;
			current_byteoverflow_data = encoded_data_eor_limit[23:16];
			current_byteoverflow_data_length = encoded_data_eor_limit_length - 40;
		end
		else if (encoded_data_eor_limit_length == 48) begin
			final_encoded_data_eor_limit_length = 48;
			current_byteoverflow_data = 0;
			current_byteoverflow_data_length = 0;
		end
		else if (encoded_data_eor_limit_length > 48 && encoded_data_eor_limit_length < 56) begin
			final_encoded_data_eor_limit_length = 40;
			current_byteoverflow_data = encoded_data_eor_limit[15:8];
			current_byteoverflow_data_length = encoded_data_eor_limit_length - 48;
		end
		else if (encoded_data_eor_limit_length == 56) begin
			final_encoded_data_eor_limit_length = 48;
			current_byteoverflow_data = 0;
			current_byteoverflow_data_length = 0;
		end
		else if (encoded_data_eor_limit_length > 56 && encoded_data_eor_limit_length < 64) begin
			final_encoded_data_eor_limit_length = 56;
			current_byteoverflow_data = encoded_data_eor_limit[7:0];
			current_byteoverflow_data_length = encoded_data_eor_limit_length - 56;
		end
		else if (encoded_data_eor_limit_length == 64) begin
			final_encoded_data_eor_limit_length = 64;
			current_byteoverflow_data = 0;
			current_byteoverflow_data_length = 0;
		end
		else begin
			final_encoded_data_eor_limit_length = encoded_data_eor_limit_length;
			current_byteoverflow_data = 0;
			current_byteoverflow_data_length = 0;
		end
	end
endmodule
==> design/flow/run.sh <==
#!/bin/bash
# OpenROAD 26Q1-2900-gdf79404cd8, Yosys 0.63+post, stock flow scripts
make -C /OpenROAD-flow-scripts/flow DESIGN_CONFIG=/design/flow/config.mk WORK_HOME=/design/flow/orfs finish
==> design/flow/config.mk <==
export PLATFORM = sky130hd
export DESIGN_NAME = Encode_EOR_Limit
export DESIGN_NICKNAME = Encode_EOR_Limit
export VERILOG_FILES = /design/flow/design.v
export SDC_FILE = /design/flow/constraint.sdc
export NUM_CORES = 4
export LEC_CHECK = 1
export CORE_AREA = 10 10 70 70
export DIE_AREA = 0 0 80 80
==> design/flow/constraint.sdc <==
current_design Encode_EOR_Limit

set clk_period 3.8
set clk_io_pct 0.2

create_clock -name clk0 -period $clk_period

set non_clock_inputs [all_inputs -no_clocks]
set_input_delay [expr $clk_period * $clk_io_pct] -clock clk0 $non_clock_inputs
set_output_delay [expr $clk_period * $clk_io_pct] -clock clk0 [all_outputs]
==> summary.txt <==
The layout was made with Yosys and OpenROAD.

The run finished with clean final reports. Per the layout report, the design carries 0 clock buffers. Post-route period utilization is reported as 92.2%.

The total power is 196 uW. The data arrival time of the critical path is 2.74 ns. The leakage power total is 0.634 nW. The highest attainable clock frequency is 0.285 GHz. The average cell area after synthesis is 7.53 um2.

The floorplan row count is 21. The worst-case setup slack after placement is 0.288 ns. According to the hold report, the worst path is of the in2out type.

Subtracting the final worst setup slack from the clock period gives 3.50 ns. The number of port buffers is 119. The maximum fanout along the worst path is 8. In this run the post-CTS setup repair buffer count came out at 0. The commonest non-fill, non-tap cell in the layout is sky130_fd_sc_hd__clkdlybuf4s50_1. The I/O pin total is 152.

For this run, the number of Yosys warnings is 1. The kind of critical path is in2out. The total count of max-transition violations in the final report is 0. For this run, the number of standard cells in the final layout without fillers is 242.

The number of hold violations in the final report is 0. Dividing the detail-routed via count by the number of cells gives 4.69. Setup repair after global routing left no endpoint under its margin. The total via count in the routed design is 1134. The worst-case setup margin in the final layout is 0.297 ns.

The aggregate global-route resource usage is 13.2%. The setup TNS is 0 ns. In this run, placement finished with an instance count of 242. According to the floorplan report, the die height is 80 um.

The remaining global-route overflow is 0. The number of detailed-routing iterations run before antenna repair is 4. The routability congestion estimate is 0.842. The largest net degree at the start of global routing is 14.

Per the OpenROAD floorplan log, the area of the die is 0.00640 mm2. The post-synthesis sequential area ratio is 0%. The layout overhead on the synthesized area is 72.0%.

For this design, Yosys synthesis ends with a cell count of 142. The routed wire length per instance is 18.9 um. Final hold analysis gives a worst-case slack of 1.52 ns. The worst setup path is launched from an input pin. The number of gates resized after CTS was 0. In this run, post-CTS hold repair placed 0 buffers.

The library cells used most frequently in the layout, excluding fill and tap cells, are sky130_fd_sc_hd__clkdlybuf4s50_1 (119), sky130_fd_sc_hd__a21oi_1 (18), sky130_fd_sc_hd__nand3b_1 (16), sky130_fd_sc_hd__buf_4 (8). The count of routing violations after the opening detailed-route iteration is 47. TritonRoute reported its final design rule violation total as 0. The wire length reported by the detailed router is 4580 um. Warnings raised by the tools during the run amount to 32.

The number of endpoints failing setup at the final stage is 0. STA puts the critical path data required time at 3.04 ns. In the synthesis report, Yosys lists the chip area as 0.00107 mm2. The worst IR drop on VDD is 0.0396 mV. The floorplan die width is 80 um.

The first global-routing pass estimated 6890 um of wire. The final sequential cell count is 0. The number of antenna violations at the first check in global routing was 0. The sequential cells in the finished layout cover a total of 0 um2. The synthesized instance count is 142.

The total area inside the core boundary comes to 0.00342 mm2. Cells with a size suffix above 1 make up 8.16% of the layout. Dividing total power by cell area gives a power density of 107 mW/mm2.

The number of global-route vias before repair came to 1234. The count of unique library cells instantiated by Yosys is 24. In the hold timing report, the worst path depth is 0.

In the routed netlist, the antenna diode instances number 0. The HPWL after detailed placement is 4120 um. Once the floorplan was initialized, standard cells occupied 31.3% of the core. STA classifies the critical path endpoint as an output pin. Summing every instance area after synthesis gives 0.00107 mm2. The tool flagged a number of max-cap violations equal to 0. Per the post-route antenna check, the number of violating nets is 0.
power by group:
part	switching (mW)	total [mW]	internal [mW]
clock network	0	0	0
logic	0.0555	0.196	0.141
registers	0	0	0
worst paths after layout:
check                                   startpoint                          endpoint  slack [ns]
setup / recovery  encoded_data_eor_limit_length[2]      current_byteoverflow_data[4]        0.30
hold / removal          encoded_data_eor_limit[48]  final_encoded_data_eor_limit[48]        1.52
critical path: stages:
cell	delay [ns]
sky130_fd_sc_hd__clkdlybuf4s50_1	0.59
sky130_fd_sc_hd__o31ai_4	0.14
sky130_fd_sc_hd__buf_4	0.18
sky130_fd_sc_hd__nor3_4	0.30
sky130_fd_sc_hd__a22oi_1	0.11
sky130_fd_sc_hd__a21oi_1	0.17
sky130_fd_sc_hd__clkdlybuf4s50_1	0.50
per-layer routing:
metal / vias up / part of all wire, % / GRT usage, %
met5: - / 0 / 0
met4: 0 / 0 / 0.352
met3: 0 / 15 / 5.68
met2: 86 / 41 / 20.9
met1: 483 / 43 / 17.1
li1: 565 / - / -
Yosys cell counts:
library cell / instances / share of area, %
sky130_fd_sc_hd__nor2_1: 1 / 0.35
sky130_fd_sc_hd__buf_6: 1 / 1.1
sky130_fd_sc_hd__o21a_1: 1 / 0.70
sky130_fd_sc_hd__and2_1: 3 / 1.8
sky130_fd_sc_hd__nor2b_1: 3 / 1.8
sky130_fd_sc_hd__nor3b_4: 1 / 1.8
sky130_fd_sc_hd__nand3b_1: 16 / 11
sky130_fd_sc_hd__nor4bb_4: 1 / 2.3
sky130_fd_sc_hd__a22oi_1: 7 / 4.9
sky130_fd_sc_hd__nor2_2: 1 / 0.59
sky130_fd_sc_hd__a21oi_1: 18 / 8.4
sky130_fd_sc_hd__buf_2: 3 / 1.4
sky130_fd_sc_hd__o31ai_4: 1 / 2.0
sky130_fd_sc_hd__a31oi_1: 1 / 0.59
sky130_fd_sc_hd__clkbuf_2: 1 / 0.47
sky130_fd_sc_hd__a221oi_1: 7 / 5.7
sky130_fd_sc_hd__nand3_1: 2 / 0.94
sky130_fd_sc_hd__or2b_1: 1 / 0.70
sky130_fd_sc_hd__nor3_4: 2 / 3.0
sky130_fd_sc_hd__clkbuf_1: 1 / 0.35
sky130_fd_sc_hd__a221oi_2: 1 / 1.4
sky130_fd_sc_hd__a22oi_2: 1 / 1.2
sky130_fd_sc_hd__buf_4: 67 / 47
sky130_fd_sc_hd__conb_1: 1 / 0.35
cells by family (layout without fill, tap and decap cells):
family,count (synthesis),in the layout,share of synthesized area [%]
compound gates,37,37,24.9
other cells,1,1,0.351
simple gates,31,31,24.4
buf+inv,73,127,50.3
metrics by stage:
stage | cell area, um2 | util, %
CTS | 1840 | 53.9
global placement | 1840 | 53.9
global route | 1840 | 53.9
finish | 1840 | 53.9
floorplan | 1070 | -
detailed placement | 1840 | 53.9
cell type report:
class / instances / area [um2]
Tap cell: 46 / 57.6
Fill cell: 306 / 1580
Multi-Input combinational cell: 69 / 532
Timing Repair Buffer: 127 / 1250
Power figures rest on the tool's default switching activity, not on a simulated workload.
