### /design/flow/design.v
`timescale 1ns/1ns
module Encode_Limit #(parameter dataOut_length = 64, remaindervalue_length = 9, encodedpixel_width = 48)
		     (input [3:0] previous_byteoverflow_encoded_data_length, input [remaindervalue_length - 1:0] remainder_value, input [7:0] previous_encoded_data, input [encodedpixel_width - 1:0] encoded_pixel,
		      output reg [dataOut_length - 1:0] final_encoded_pixel, output reg [7:0] current_overflow_data, output reg [3:0] current_byteoverflow_data_length);
	always @ (previous_byteoverflow_encoded_data_length or remainder_value or previous_encoded_data or encoded_pixel) begin
		if (previous_byteoverflow_encoded_data_length == 7) begin
			final_encoded_pixel = {previous_encoded_data[7:1],encoded_pixel[encodedpixel_width - 1:encodedpixel_width - 23], remainder_value[remaindervalue_length - 1: remaindervalue_length - 2], 32'b0};
			current_overflow_data = {remainder_value[remaindervalue_length - 3: 0], 1'b0};
			current_byteoverflow_data_length = 7;
		end
		else if (previous_byteoverflow_encoded_data_length == 6) begin
			final_encoded_pixel = {previous_encoded_data[7:2],encoded_pixel[encodedpixel_width - 1:encodedpixel_width - 23], remainder_value[remaindervalue_length - 1: remaindervalue_length - 3], 32'b0};
			current_overflow_data = {remainder_value[remaindervalue_length - 4: 0], 2'b0};
			current_byteoverflow_data_length = 6;
		end
		else if (previous_byteoverflow_encoded_data_length == 5) begin
			final_encoded_pixel = {previous_encoded_data[7:3],encoded_pixel[encodedpixel_width - 1:encodedpixel_width - 23], remainder_value[remaindervalue_length - 1: remaindervalue_length - 4], 32'b0};
			current_overflow_data = {remainder_value[remaindervalue_length - 5: 0], 3'b0};
			current_byteoverflow_data_length = 5;
		end
		else if (previous_byteoverflow_encoded_data_length == 4) begin
			final_encoded_pixel = {previous_encoded_data[7:4],encoded_pixel[encodedpixel_width - 1:encodedpixel_width - 23], remainder_value[remaindervalue_length - 1: remaindervalue_length - 5], 32'b0};
			current_overflow_data = {remainder_value[remaindervalue_length - 6: 0], 4'b0};
			current_byteoverflow_data_length = 4;
		end
		else if (previous_byteoverflow_encoded_data_length == 3) begin
			final_encoded_pixel = {previous_encoded_data[7:5],encoded_pixel[encodedpixel_width - 1:encodedpixel_width - 23], remainder_value[remaindervalue_length - 1: remaindervalue_length - 6], 32'b0};
			current_overflow_data = {remainder_value[remaindervalue_length - 7: 0], 5'b0};
			current_byteoverflow_data_length = 3;
		end
		else if (previous_byteoverflow_encoded_data_length == 2) begin
			final_encoded_pixel = {previous_encoded_data[7:6],encoded_pixel[encodedpixel_width - 1:encodedpixel_width - 23], remainder_value[remaindervalue_length - 1: remaindervalue_length - 7], 32'b0};
			current_overflow_data = {remainder_value[remaindervalue_length - 8: 0], 6'b0};
			current_byteoverflow_data_length = 2;
		end
		else if (previous_byteoverflow_encoded_data_length == 1) begin
			final_encoded_pixel = {previous_encoded_data[7],encoded_pixel[encodedpixel_width - 1:encodedpixel_width - 23], remainder_value[remaindervalue_length - 1: remaindervalue_length - 8], 32'b0};
			current_overflow_data = {remainder_value[0], 7'b0};
			current_byteoverflow_data_length = 1;
		end
		else begin
			final_encoded_pixel = {encoded_pixel[encodedpixel_width - 1:encodedpixel_width - 23], remainder_value, 32'b0};
			current_overflow_data = 0;
			current_byteoverflow_data_length = 0;
		end
	end
endmodule
### /design/flow/run.sh
#!/bin/bash
# OpenROAD 26Q1-2900-gdf79404cd8, Yosys 0.63+post, stock flow scripts
make -C /OpenROAD-flow-scripts/flow DESIGN_CONFIG=/design/flow/config.mk WORK_HOME=/design/flow/orfs finish
### /design/flow/config.mk
export PLATFORM = sky130hd
export DESIGN_NAME = Encode_Limit
export DESIGN_NICKNAME = Encode_Limit
export VERILOG_FILES = /design/flow/design.v
export SDC_FILE = /design/flow/constraint.sdc
export NUM_CORES = 4
export LEC_CHECK = 1
export CORE_UTILIZATION = 50
### /design/flow/constraint.sdc
current_design Encode_Limit

set clk_period 12.0
set clk_io_pct 0.2

create_clock -name clk0 -period $clk_period

set non_clock_inputs [all_inputs -no_clocks]
set_input_delay [expr $clk_period * $clk_io_pct] -clock clk0 $non_clock_inputs
set_output_delay [expr $clk_period * $clk_io_pct] -clock clk0 [all_outputs]
==> results.sh <==
# source this file to load flow results
export IMPL_syn_inst=454
export IMPL_drc_errors=0
export IMPL_peakVddDrop_v=0.0000214
export IMPL_p_seq_share_pct=0
export IMPL_post_cts_resized=0
export IMPL_power_leakage_nw=1.37
export IMPL_register_area_sq_um=0
export IMPL_synth_adder_area_share_pct=0
export IMPL_ys_sh_xor_pct=0
export IMPL_path_cells="clkdlybuf4s50_1 > buf_4 > nor2_1 > nand2_1 > nor2_1 > o41ai_2 > clkdlybuf4s50_1"
export IMPL_die_width_um=76.5
export IMPL_hold_class="in2out"
export IMPL_maxSlewViolCount=0
export IMPL_initCoreUtil_pct=52.9
export IMPL_chip_area_sq_um=5850
export IMPL_ys_sh_mux_pct=15.9
export IMPL_rows=26
export IMPL_worstSetupStartpointType="input pin"
export IMPL_pwr_density_cell_nw_per_um2=38.8
export IMPL_syn2layout_area_growth_pct=21.7
export IMPL_core_area_sq_um=5240
export IMPL_pwr_share_comb_pct=100.0
export IMPL_ant_nets=0
export IMPL_drt_iter0_markers=382
export IMPL_setup_ws_ns=4.30
export IMPL_total_power_uw=131
export IMPL_numPortBuffers=85
export IMPL_io_pin_count=145
export IMPL_pwr_share_clk_pct=0
export IMPL_flops=0
export IMPL_vias_per_cell=6.09
export IMPL_antenna_found_initial=0
export IMPL_hpwlAfterDp_um=5750
export IMPL_grt_pass1_wl_um=14600
export IMPL_drive_gt1_share_pct=4.03
export IMPL_routedWlPerCell_um=15.8
export IMPL_ys_seq_share_pct=0
export IMPL_critPathCaptureType="output pin"
export IMPL_simple_gate_area_share_pct=23.5
export IMPL_common_cells="nor2_1 (53), a21oi_1 (50), nand2_1 (49)"
export IMPL_dpl_worst_slack_ns=4.36
export IMPL_synth_chip_area_sq_um=2770
export IMPL_top_area_cell="mux2i_1"
export IMPL_path_class="in2out"
export IMPL_crit_required_ns=9.60
export IMPL_instances_no_fill=566
export IMPL_grt_max_degree=67
export IMPL_slowest_delay_ns=0.73
export IMPL_post_cts_buffers=0
export IMPL_place_inst=566
export IMPL_warnings=60
export IMPL_fp_dieH_um=76.5
export IMPL_setup_tns_ns=0
export IMPL_final_core_util_pct=64.4
export IMPL_cts_hold_buf=0
export IMPL_rsz0062_at_grt="false"
export IMPL_grt_usage_pct=29.8
export IMPL_n_antenna_cell=0
export IMPL_tightest_slew_ns=0.919
export IMPL_yosys_top_cells_area="mux2i_1 (13%), buf_4 (9.5%), a21oi_1 (9.0%), nor2_1 (7.2%), nand2_1 (6.6%)"
export IMPL_place_gp_congestion=0.890
export IMPL_top_cell_area_share_pct=12.6
export IMPL_netlist_area_sq_um=2770
export IMPL_switching_share_pct=47.5
export IMPL_ys_cells=454
export IMPL_logic_family="AND-OR/OR-AND gates"
export IMPL_fmax_mhz=130
export IMPL_grt_pass1_vias=2899
export IMPL_outcome="finished clean"
export IMPL_gr_total_overflow=0
export IMPL_hold_violations=0
export IMPL_avgSynthCellArea_sq_um=6.11
export IMPL_routed_wl_um=8970
export IMPL_fin_crit_ns=7.70
export IMPL_worstPathMaxFanout=53
export IMPL_synth_warnings=1
export IMPL_final_setup_viol_count=0
export IMPL_min_period_over_period_pct=64.2
export IMPL_cpMaxStageDelayCell="nand2_1"
export IMPL_vias=3448
export IMPL_slew_headroom_pct=38.6
export IMPL_dr_pass1_iters=5
export IMPL_aoi_share_pct=38.9
export IMPL_synth_most_common_cell="nor2_1"
export IMPL_n_clock_buffer=0
export IMPL_max_cap_violations=0
export IMPL_p_switching_uw=62.3
export IMPL_ys_types=44
export IMPL_critPathArrivalTime_ns=5.30
export IMPL_p_int_uw=68.7
[worst max-delay path: cells and delay by family]
kind | cells | cell delay (ns)
AOI/OAI and AO/OA | 1 | 0.36
buffers and inverters | 3 | 1.44
and+or+nand+nor | 3 | 1.07
[kinds of logic after synthesis]
kind of cell	after synthesis
compound gates	164
simple gates	141
mux	40
buf+inv	108
other cells	1
[cell type report]
class | count | area [sq um]
tap | 70 | 87.6
timing repair buffer | 93 | 901
fill | 515 | 1860
multi-input combinational | 379 | 2300
inverter | 24 | 90.1
[layout by cell type (no fill, tap or decap), drive strengths merged, types with 5 or more instances in the layout]
master | synthesis | layout
conb | 1 | 34
a211oi | 21 | 21
o22ai | 26 | 26
a21oi | 50 | 50
buf | 62 | 10
a31oi | 5 | 5
o221ai | 10 | 10
nor2b | 10 | 10
clkdlybuf4s50 | 0 | 83
nor3 | 5 | 5
o21ai | 18 | 18
o2bb2ai | 17 | 17
nor2 | 53 | 53
nand2b | 9 | 9
and3 | 9 | 9
mux2i | 35 | 35
inv | 23 | 23
nand2 | 49 | 49
[worst paths after layout]
check,end,cells past startpoint,from
max,final_encoded_pixel[57],7,previous_byteoverflow_encoded_data_length[2]
min,final_encoded_pixel[62],4,previous_encoded_data[6]
[per-layer routing]
metal | vias to the layer above | track usage [%] | wire, um
met5 | - | 0 | 0
met4 | 0 | 3.46 | 78
li1 | 1664 | - | -
met3 | 10 | 1.22 | 644
met2 | 177 | 49.5 | 4200
met1 | 1597 | 43.9 | 4050
[per-stage QoR]
| stage | hold slack, ns | instance area [sq um] |
|---|---|---|
| floorplan | 4.85 | 2900 |
| global placement | 5.74 | 3370 |
| detailed placement | 5.76 | 3370 |
| CTS | 5.76 | 3370 |
| global route | 5.79 | 3370 |
| finish | 5.75 | 3370 |
[power by group through the flow]
stage	clock (mW)	sequential, mW	combinational, mW
CTS	0	0	0.130
global route	0	0	0.144
finish	0	0	0.131
