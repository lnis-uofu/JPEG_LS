==> ./design.v <==
`timescale 1ns/1ns
module RemainderSubtractAccum #(parameter J_length = 4, runcount_length = 32, mode_length = 2)
			       (input [J_length - 1:0] J, input [mode_length - 1:0] mode, input [mode_length - 1:0] previous_mode, input clk, input reset,
				input [runcount_length - 1:0]  run_counter, input [runcount_length - 1:0]  run_counter_compare, input [runcount_length - 1:0] run_count_compare_decision, 
				output reg [runcount_length - 1:0] remainder_subtract, input [runcount_length - 1:0] remainder_subtract_accum);
	always @ (J or run_counter or mode or previous_mode) begin
		if ((mode == 1 || mode == 3) && previous_mode != 2 && previous_mode != 3) begin
			if(run_counter == run_counter_compare) begin
				remainder_subtract = remainder_subtract_accum + (1 << J);
			end
			else begin
				remainder_subtract = remainder_subtract_accum;
			end
		end
		else if (previous_mode == 2) begin
			if (mode == 1 || mode == 3) begin
				if(run_counter == run_count_compare_decision) begin
					remainder_subtract = run_count_compare_decision;
				end	
				else begin
					remainder_subtract = 0;
				end
			end
			else begin
				remainder_subtract = 0;
			end
		end
		else if (previous_mode == 3 && mode == 1) begin
			if(run_counter == (1 << J)) begin
				remainder_subtract = run_counter;
			end
			else begin
				remainder_subtract = 0;
			end
		end
		else begin
			remainder_subtract = 0;
		end
	end
endmodule
==> ./run.sh <==
#!/bin/bash
# OpenROAD 26Q1-2900-gdf79404cd8, Yosys 0.63+post, stock flow scripts
make -C /OpenROAD-flow-scripts/flow DESIGN_CONFIG=/design/flow/config.mk WORK_HOME=/design/flow/orfs finish
==> ./config.mk <==
export PLATFORM = sky130hd
export DESIGN_NAME = RemainderSubtractAccum
export DESIGN_NICKNAME = RemainderSubtractAccum
export VERILOG_FILES = /design/flow/design.v
export SDC_FILE = /design/flow/constraint.sdc
export NUM_CORES = 4
export LEC_CHECK = 1
export CORE_UTILIZATION = 30
==> ./constraint.sdc <==
current_design RemainderSubtractAccum

set clk_period 9.8
set clk_io_pct 0.2

create_clock -name clk0 -period $clk_period

set non_clock_inputs [all_inputs -no_clocks]
set_input_delay [expr $clk_period * $clk_io_pct] -clock clk0 $non_clock_inputs
set_output_delay [expr $clk_period * $clk_io_pct] -clock clk0 [all_outputs]
==> results.yml <==
# yosys + openroad results
floorplan:
  placementRows: 35
  die_area_mm2: 0.0102
  io_pins: 170
  die_height_um: 101
  die_w_um: 101
  fp_util: 0.313
  placeableCoreArea_mm2: 0.00937
setup_path:
  critPathLaunchType: "input pin"
  end_kind: "output pin"
  cp_cell_sequence: "clkdlybuf4s50_1 > or2_1 > nor3_1 > ha_1 > fa_1 > a211oi_1 > o21ai_2 > a2111oi_1 > o41ai_2 > nand4_2 > nor2_1 > xnor2_1 > o21ai_0 > clkdlybuf4s50_1"
  cp_max_fo: 10
  critical_path_class: "in -> out"
  crit_path_frequent_cell: "clkdlybuf4s50_1"
  crit_buf_inv: 2
  required_ns: 7.84
  slowest_delay_ns: 0.71
  crit_family: "AND-OR/OR-AND gates"
  slowest_stage: "a2111oi_1"
  crit_arrival_ns: 6.51
min_path:
  hp-class: "in -> out"
job:
  maxCapViolCount: 0
  log.warning_count: 34
yosys:
  ys_area_mm2: 0.00293
  synth_seq_share: 0
  yosys_warnings: 1
  synthCells: 433
  syn_area_mm2: 0.00293
  synth.distinct_cells: 66
  ys_cells: 433
  syn_avg_cell_area_um2: 6.77
pwr:
  ir_worst_vdd_mv: 0.0145
  p_seq_frac: 0
  swShare: 0.464
  total_power_mw: 0.177
  p_sw_mw: 0.0819
  power.share.clock: 0
  p_per_area_mw_per_mm2: 37.3
  internal-power_mw: 0.0947
  p_comb_frac: 1.000
  leakage_nw: 1.71
timing:
  tns_ns: 0
  rsz0062_at_grt: "no"
  fin_crit_ns: 8.47
  finalHoldWorstSlack_ns: 4.88
  post-route-period-util: 0.864
  worst_pin_slew_ns: 0.900
  timing.fmax_mhz: 118
  slew_violations: 0
  hold_viol: 0
  finalSetupViolCount: 0
  relSlewSlack: 0.399
layout:
  layout_top_cells: "clkdlybuf4s50_1 (168), xor2_1 (66), nand2_1 (49)"
  flop-count: 0
  syn_to_final_growth_pct: 61.3
  clock_buffers: 0
  drive_gt1_frac: 0.0374
  stdcell_count: 717
  final_common_cell: "clkdlybuf4s50_1"
  seq_area_um2: 0
placed_design:
  hpwl_um: 11400
  gp_congestion: 1.04
  placedCellCount: 717
  io_buffers: 168
routing:
  drt_iter0_drc: 243
  via_per_inst: 5.47
  drc_errors: 0
  num_antenna_cells: 0
  vias: 3923
  wl_per_cell_um: 18.8
  wirelength_um: 13500
  dr.pass1.iters: 5
  drtAntennaViolNets: 0
grt:
  grt_busiest_layer: "met2"
  grt_pass1_wl_um: 19600
  grt_max_degree: 22
  use_met3: 0.0480
  antenna_found_initial: 0
  met1_usage: 0.366
  track_usage: 0.256
  met2_usage: 0.410
  overflow: 0
  grt_pass1_vias: 3622
outcome:
  outcome: "finished, final reports clean"
clock_network:
  hold_buffers: 0
  post_cts_buffers: 0
  cts_resized: 0
## kinds of logic (layout without fill, tap and decap cells)
logic type	Yosys count	in the layout	share of synthesized area
AND/OR/NAND/NOR	181	181	0.319
AND-OR/OR-AND	111	111	0.269
XOR/XNOR	93	93	0.278
buffers and inverters	25	180	0.0384
adder cells (fa/ha/maj)	17	17	0.0751
multiplexers	6	6	0.0209
## cells in the mapped netlist (3+ instances only)
library cell	count	area share
nand3_1	11	0.019
a22o_1	9	0.027
a21boi_0	3	0.0077
clkbuf_1	6	0.0077
or3_1	3	0.0064
nand2b_1	6	0.013
xor2_1	66	0.20
a21o_1	4	0.010
nor4_1	27	0.058
nand2_1	49	0.063
buf_2	9	0.015
ha_1	16	0.068
o21ai_1	10	0.017
a221oi_1	4	0.012
a21oi_1	24	0.041
a221o_1	9	0.031
o21ai_0	22	0.038
nand4_1	8	0.017
xnor2_1	27	0.081
nor2_1	37	0.047
nor3_1	16	0.027
or2_2	3	0.0064
mux2i_1	5	0.017
inv_1	8	0.010
## worst paths after layout
kind | startpoint | to | slack [ns] | cells after the start
setup / recovery | J[0] | remainder_subtract[26] | 1.33 | 14
hold / removal | run_count_compare_decision[28] | remainder_subtract[28] | 4.88 | 4
## worst min-delay path: cells and delay by family
kind,cells,cell delay (ns)
buffers and inverters,2,0.85
AOI/OAI and AO/OA,1,0.06
and+or+nand+nor,1,0.07
## per-stage QoR
step | utilization | area (µm²) | setup WS (ns)
floorplan | - | 2930 | 3.18
global placement | 0.505 | 4730 | 1.49
detailed placement | 0.505 | 4730 | 1.47
CTS | 0.505 | 4730 | 1.46
global route | 0.505 | 4730 | 1.22
finish | 0.505 | 4730 | 1.33
## layer usage
layer | vias to the layer above | part of all wire
met5 | - | 0
met4 | 0 | 0.014
met3 | 14 | 0.092
met2 | 201 | 0.45
met1 | 1788 | 0.45
li1 | 1920 | -
## layout make-up
| type | count | area, µm² |
|---|---|---|
| inverters | 8 | 30.0 |
| fillers | 957 | 4640 |
| well taps | 129 | 161 |
| repair buffers | 172 | 1710 |
| multi-input cells | 408 | 2830 |
## power groups by stage
stage                 Sequential, mW  Clock [mW]  Combinational (mW)
final                              0           0               0.177
after CTS                          0           0               0.176
after global routing               0           0               0.190
Power is estimated from default activity; no workload was simulated.
