File: design/flow/run.sh
#!/bin/bash
# OpenROAD 26Q1-2900-gdf79404cd8, Yosys 0.63+post, stock flow scripts
make -C /OpenROAD-flow-scripts/flow DESIGN_CONFIG=/design/flow/config.mk WORK_HOME=/design/flow/orfs finish
File: design/flow/config.mk
export PLATFORM = sky130hd
export DESIGN_NAME = RunLengthAdjust
export DESIGN_NICKNAME = RunLengthAdjust
export VERILOG_FILES = /design/flow/design.v
export SDC_FILE = /design/flow/constraint.sdc
export NUM_CORES = 4
export LEC_CHECK = 1
export CORE_AREA = 10 10 112 112
export DIE_AREA = 0 0 122 122
File: design/flow/constraint.sdc
current_design RunLengthAdjust

set clk_period 16.6
set clk_io_pct 0.2

create_clock -name clk0 -period $clk_period

set non_clock_inputs [all_inputs -no_clocks]
set_input_delay [expr $clk_period * $clk_io_pct] -clock clk0 $non_clock_inputs
set_output_delay [expr $clk_period * $clk_io_pct] -clock clk0 [all_outputs]
File: design/flow/design.v
`timescale 1ns/1ns
module RunLengthAdjust #(parameter runindex_length = 6, runcount_length = 32)
		        (input [runcount_length - 1:0] run_length, input [runcount_length - 1:0] remainder_subtract_accum, output [runcount_length - 1:0] run_length_remainder);
	assign run_length_remainder = run_length - remainder_subtract_accum;
endmodule
==> git commit body <==
Refresh implementation metrics

- Worst max-slew margin expressed relative to the limit: 0.6976
- For this block, the via count after detailed routing is 2,195.
- Total Power Consumption: 118.9 uW
- Result of the run: finished clean
- Number of endpoints with negative hold slack in the final report: 0
* Placeable core region: 10,230 um2
- In the per-layer breakdown of the detailed-route log, met1 shows 3031 um.
* WS Path Type: input pin to output port
* Quantity of hold-fixing buffers added after cts: 0
- I/O pin count: 96
- Note that the worst hold path type here is input pin to output port.
- DR WL met3: 584 um
- Per the layout area report, the register area comes to 0 um2.
- The design has 0 sequential cells.
- STA classifies the critical path startpoint as an input pin.
- Averaged over all synthesized cells, the footprint is 6.592 um2.
- GR Util All Layers: 0.08584
- Derived from the worst setup path, the maximum achievable clock frequency is 104.8 MHz.
* Layout cell share with drive strength beyond 1: 0.01907
- Met2 Wirelength: 2973 um
- Share of the yosys chip area belonging to registers: 0
* First-pass GRT wire length: 10,690 um
- Dividing the detail-routed wire length by the instance count gives 13.12 um.
- Nets still carrying antenna violations after routing amount to 0.
- Total of cells resized after clock tree synthesis: 0
* CP max FO: 3
- Total power normalized to cell area comes to 40.45 nW/um2.
- The power report attributes to the sequential group a share of 0.
- Critical Path AT: 6.22 ns
* Cell internal pwr: 70.27 uW
* Routability congestion estimate from global placement: 0.8739
* Antenna violations before repair: 1
- Ant diodes: 0
* Data required time at the worst endpoint: 13.28 ns
* Fillers: 1,116
- In the floorplan report the effective utilization is 0.1798.
- Of the post-synthesis cell area, the dominant cell type holds 0.2109.
- After global routing the overflow that remains totals 0.
- Summed over all nets, the switching power comes to 48.63 uW.
* Buffers inserted by post-CTS timing repair: 0
- Number of warning messages in the logs: 32
- Switching power share of the total: 0.4090
* Maximum resistive drop on vdd: 0.00001566 V
- The final timing report counts setup violations totalling 0.
- Chip height: 122 um
- Via count of the first global-routing pass: 2,186
- Slew Viols, Final: 0
* Total die size: 14,880 um2
- Number of DRC violations after detailed-routing iteration 0: 87
- Count of TritonRoute iterations in the first routing pass: 4
- Synth Instances: 279
- Port-buffer cells: 96
- Setup repair after global routing left no endpoint under its margin.
- Signal routing reaches up to met5.
- Number of rows in the core area: 37
- Count of distinct cell types in the synthesized netlist: 42
- Growth of design area from synthesis to finish: 59.80%
- From left edge to right edge, the die measures 122 um.
- Max-Cap Viols: 0
- The area taken by multi-input combinational cells is reported as 1654 um2.
- Adding up every negative setup slack in the final design gives 0 ns.
* Area figure in the yosys stat output: 1839 um2
- Synth Warn #: 0
- Half-perimeter wire length after placement: 5910 um
* Actual transition at the worst max-transition pin: 0.4489 ns
- Summed over all instances, the cell type with the most area after synthesis is sky130_fd_sc_hd__ha_1.
* Main area contributors: sky130_fd_sc_hd__ha_1 (21%), sky130_fd_sc_hd__inv_1 (8.4%), sky130_fd_sc_hd__xnor2_1 (7.6%)
* Sort of element at the end of the critical path: output port
* Commonest cells in the synthesized netlist: sky130_fd_sc_hd__inv_1 (41), sky130_fd_sc_hd__ha_1 (31), sky130_fd_sc_hd__nand2_1 (28)
- Remaining DRCs: 0
- The final timing summary puts the cycle share of the worst path at 0.5746.
- Looking at the gate-level netlist, the highest instance count belongs to sky130_fd_sc_hd__inv_1.
* Detailed Route WL: 6601 um
- The power report puts the leakage power at 1.339 nW.
- Tmin final: 9.539 ns
- Maximum number of pins on one net before global-route repair: 10
- Before any placement, the netlist area is recorded as 1839 um2.
- Of the total power, the clock network draws 0.
* Number of clock-tree buffers in the layout: 0
- Logic gate share of total power: 1.000
- Yosys stat cell total: 279
- Via density: 4.364
* Worst hold margin: 7.644 ns
worst paths after layout:
check | from | end | slack (ns) | cells past startpoint
hold / removal | remainder_subtract_accum[0] | run_length_remainder[0] | 7.64 | 4
setup / recovery | run_length[0] | run_length_remainder[30] | 7.06 | 12
metrics by stage:
stage | area [um2] | worst slack (ns) | utilization | std cells
after floorplan | 1839 | 8.185 | - | 279
after global placement | 2939 | 7.071 | 0.2873 | 503
after detailed placement | 2939 | 7.047 | 0.2873 | 503
after CTS | 2939 | 7.038 | 0.2873 | 503
after global routing | 2939 | 6.782 | 0.2873 | 503
final | 2939 | 7.061 | 0.2873 | 503
critical path, cell delays in order:
cell and delay, ns:
sky130_fd_sc_hd__clkdlybuf4s50_1 0.45, sky130_fd_sc_hd__inv_1 0.04, sky130_fd_sc_hd__ha_1 0.21, sky130_fd_sc_hd__fa_1 0.41, sky130_fd_sc_hd__nor2b_1 0.17, sky130_fd_sc_hd__o2111ai_1 0.16, sky130_fd_sc_hd__nand2_1 0.18, sky130_fd_sc_hd__a31o_4 0.20
sky130_fd_sc_hd__a21oi_2 0.08, sky130_fd_sc_hd__o311ai_1 0.33, sky130_fd_sc_hd__xor2_1 0.17, sky130_fd_sc_hd__clkdlybuf4s50_1 0.50
layout by cell type, fill, tap and decap left out, drive strengths merged:
| master | n |
|---|---|
| a211oi | 2 |
| a221o | 1 |
| nand3 | 1 |
| nand2 | 28 |
| xor2 | 11 |
| o31ai | 1 |
| or3 | 1 |
| o21ai | 20 |
| and4 | 1 |
| a2111oi | 3 |
| a31oi | 1 |
| o21a | 6 |
| ha | 31 |
| nor2b | 3 |
| a21oi | 26 |
| o2111ai | 2 |
| a21o | 15 |
| nor2 | 23 |
| a21boi | 2 |
| nand2b | 4 |
| clkdlybuf4s50 | 96 |
| a221oi | 1 |
| o21bai | 5 |
| o211ai | 1 |
| inv | 41 |
| o311a | 1 |
| o31a | 1 |
| nand4 | 8 |
| o311ai | 3 |
| a22oi | 1 |
| a31o | 2 |
| and3 | 3 |
| o41ai | 1 |
| nor3 | 4 |
| xnor2 | 16 |
| fa | 1 |
power by group through the flow:
stage	combinational, mW	clock [mW]	sequential (mW)
CTS	0.121	0	0
global route	0.132	0	0
finish	0.119	0	0
layer usage:
metal,vias up,GRT usage
li1,1159,-
met1,966,0.1131
met2,66,0.1437
met3,2,0.02582
met4,2,0
met5,-,0
cell type report:
cell class | instances | share of cell area
multi-input combinational | 230 | 0.5628
timing repair buffer | 96 | 0.3269
inverter | 41 | 0.05236
tap | 136 | 0.05790
kinds of logic (layout without fill, tap and decap cells):
logic type               after synthesis  in the layout  synth area share
AND-OR/OR-AND                         95             95            0.3619
AND/OR/NAND/NOR                       76             76            0.1871
buffers and inverters                 49            137            0.1007
adder cells (fa/ha/maj)               32             32            0.2218
XOR/XNOR                              27             27            0.1286
Power and IR drop assume default switching activity.
