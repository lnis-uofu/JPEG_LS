### ./config.mk
export PLATFORM = sky130hd
export DESIGN_NAME = k_calculation_unrolled
export DESIGN_NICKNAME = k_calculation_unrolled
export VERILOG_FILES = /design/flow/design.v
export SDC_FILE = /design/flow/constraint.sdc
export NUM_CORES = 4
export LEC_CHECK = 1
export CORE_UTILIZATION = 30
### ./constraint.sdc
current_design k_calculation_unrolled

set clk_period 10.5
set clk_io_pct 0.2

create_clock -name clk0 -period $clk_period

set non_clock_inputs [all_inputs -no_clocks]
set_input_delay [expr $clk_period * $clk_io_pct] -clock clk0 $non_clock_inputs
set_output_delay [expr $clk_period * $clk_io_pct] -clock clk0 [all_outputs]
### ./run.sh
#!/bin/bash
# OpenROAD 26Q1-2900-gdf79404cd8, Yosys 0.63+post, stock flow scripts
make -C /OpenROAD-flow-scripts/flow DESIGN_CONFIG=/design/flow/config.mk WORK_HOME=/design/flow/orfs finish
### ./design.v
`timescale 1ns/1ns
module K_Determination (A, N, k_index, k);
	parameter A_length = 13;
	parameter Iteration_Count = 15;
	localparam N_length = 7;
	localparam k_length = 4;
	integer k_inc, temp;
	input [A_length - 1:0] A;
	input [N_length - 1:0] N;
	input [k_length - 1:0] k_index;
	output reg [k_length - 1:0] k;
	always @ (A or N or k_index) begin
		k = k_index;
		for(k_inc  = 0; k_inc < Iteration_Count; k_inc = k_inc + 1) begin
			temp = N << k_inc;
			if (temp < A) k = k + 1;
			else k = k;
		end
	end
endmodule
`timescale 1ns/1ns
module k_calculation_unrolled #(parameter N_length = 7, A_length = 13, mode_length = 2, temp_length = 14, k_length = 4)
		     	       (input [N_length - 1 : 0] N, input [A_length - 1 : 0] A, input [mode_length - 1 : 0] mode, input RIType, 
		       		input [temp_length  - 1 : 0] temp, input [k_length - 1: 0] k_inc, output reg [k_length - 1:0] k);
	reg [k_length - 1:0] k_index;
	wire [k_length - 1:0] k_RGM;
	wire [k_length - 1:0] k_RIM;
	defparam Regular_Mode_K.Iteration_Count = 14;
	K_Determination Regular_Mode_K (.A(A), .N(N), .k_index(k_inc), .k(k_RGM));
	defparam Run_Interrupt_K.A_length = temp_length;
	K_Determination Run_Interrupt_K (.A(temp), .N(N), .k_index(k_inc), .k(k_RIM));
	always @ (N or A or mode or RIType or temp or k_RIM or k_RGM) begin
		k_index = k_inc;
		k = k_inc;
		if (mode == 0) begin
			k = k_RGM;
		end
		else if (mode == 2) begin
			k = k_RIM;
		end
		else k = 0;
	end
endmodule
==> impl.org <==
* Implementation run

** Status
- Result of the run :: finished with violations
- The checks that failed: setup timing.

** Layout
- Number of flip-flops and latches :: 0
- The layout summary lists the proportion of cells stronger than drive strength 1 as 0.433.
- Clock buffer count in the final layout :: 0
- Final Instance Area :: ~11000 µm²
- Compared with the post-synthesis result, the final layout area differs by 60.2%.
- Fill cell total of the finished layout :: between 1500 and 2000
- Register area :: 0 µm²

** STA
- Timing would allow up to approximately 78 MHz.
- Unrepaired setup endpoints after global routing :: true
- Fin crit period :: approximately 13000 ps
- Hold violation total from the final report :: 0
- Final cycle utilization of the critical path :: 1.23
- After layout, the worst setup slack is -2370 ps.
- Per the slew report, the remaining headroom to the max-slew limit stands at 0.259.
- The final timing report lists a max-slew violation count of 0.
- Actual slew at the worst max-slew pin :: 1100 ps
- Setup-failing EPs final :: 3

** Setup path
- STA classifies the critical path startpoint as an input pin.
- Per STA, the library cell used most along the worst path is buf_4.
- STA classifies the critical path endpoint as an output pin.
- Data required time of the critical path :: 8400 ps
- The number of buffers and inverters on the critical path is approximately 43.
- Slowest cell delay on critical path :: around 310 ps
- The critical path in this run is classified as in -> out.
- Among cell families on the critical path, the largest total delay comes from buffers and inverters.
- Among all stages on the critical path, the largest delay is contributed by or3_1.
- Crit path max fanout :: 4
- Worst path arrival time :: ~11000 ps

** GRT
- Final global-route overflow total :: 0
- Global-route wire length before repair :: between 30000 and 40000 µm
- The initial antenna violation count is 0.
- The via count of the first global-routing pass is 7471.
- Across every metal layer, demand over resource in global routing totals 0.189.
- Largest net degree at the start of global routing :: 22

** Floorplanning
- The die is around 150 µm wide.
- Number of rows in the core area :: between 50 and 60
- Die height :: roughly 150 µm
- Initial Utilization :: 0.308
- Core box area :: ~22000 µm²
- The chip occupies 23200 µm².
- During I/O placement, the number of pins put on the boundary was ~45.

** Yosys
- Number of distinct library cells after synthesis :: 100
- Synthesis warning total :: 3
- Dominant cell type by area after synthesis :: ha_1
- Top cell area share :: 0.321
- Area figure in the yosys stat output :: roughly 6800 µm²
- Post-synthesis instance area :: between 6000 and 7000 µm²
- Instance tally after logic synthesis :: ~830
- By area the synthesized netlist is led by ha_1 (32%), xnor2_1 (6.3%), nand2_1 (3.6%).
- Cells in synth_stat.txt :: about 830
- Leading post-synthesis cells by instance count :: ha_1 (174), nand2_1 (65), inv_1 (57), nor2_1 (53), xnor2_1 (49)
- ha_1 is the most common cell in the netlist.
- After synthesis, the mean cell area works out to slightly above 8 µm².
- For this run, the register share of the synthesized area comes to 0.

** Clock tree
- Number of hold buffers added after CTS :: 0

** Routing
- The first detailed-routing pass took 15 iterations.
- The script logs the ratio of routed vias to standard cells as approximately 5.2.
- For this run, the script counts the antenna cells in the layout as 0.
- The violation tally recorded at the end of detailed-routing iteration 0 is 323.
- The script parses the final routing iteration and logs DRC violations as 0.
- Detailed routing inserted a total of 7734 vias.
- Dividing the detail-routed wire length by the instance count gives between 10 and 15 µm.
- Per the detailed-route log, wirelength across all metal layers totals ~22000 µm.
- Antenna violation net count after detailed routing :: 0

** Power and ir drop
- Total leakage power :: between 5 and 6 nW
- Clk network pwr share :: 0
- Switching share of power :: 0.422
- Cell Pwr Density :: roughly 150 nW/µm²
- Combinational cell fraction of total power :: 1.000
- In the power breakdown, the internal column shows between 0.0009 and 0.001 W.
- Net switching power :: slightly below 0.0007 W
- Of the total power, registers draw 0.
- The analysis reports a worst IR drop on VDD of ~90 µV.

** Placed design
- Count of input and output buffers :: roughly 44
- Placement-stage worst setup slack :: -3140 ps
- Final GP Congestion :: 0.935
- The post-placement cell area is roughly 9400 µm².
- According to the dpl log, the detail-placed design has an HPWL of 15900 µm.

** Flow run
- Max capacitance violation total :: 0
- OpenROAD warning count :: 38

** Min path
- Note that the worst hold path type here is in -> out.
[power by group through the flow]
stage	Clock, W	Sequential [W]	Combinational (W)
final	0	0	0.00161
after global routing	0	0	0.00176
after CTS	0	0	0.00149
[area by class of cell]
cell class / instances / area, µm² / area share
Tap cell: 280 / 350 / 0.0323
Multi-Input combinational cell: 767 / 7270 / 0.670
Timing Repair Buffer: 388 / 3000 / 0.277
Inverter: 58 / 225 / 0.0208
[worst paths after layout]
kind                    start  endpoint  slack [ps]  cells after the start
worst max-delay path     N[6]      k[3]       -2370                     64
worst min-delay path  mode[0]      k[1]        4870                      3
[through the flow]
step / power [W] / utilization / cells / setup TNS [ps] / hold slack [ps]
floorplan: 0.000814 / - / 834 / -5150 / 4210
CTS: 0.00149 / 0.476 / 1481 / -6400 / 4860
global route: 0.00176 / 0.494 / 1493 / -7630 / 4920
finish: 0.00161 / 0.494 / 1493 / -6450 / 4870
global placement: 0.00126 / 0.430 / 1372 / -9080 / 5180
detailed placement: 0.00126 / 0.430 / 1372 / -9180 / 5170
[logic make-up after synthesis]
logic type	after synthesis	synth area share
adders and majority gates	175	0.323
muxes	12	0.0188
and+or+nand+nor	258	0.200
AOI/OAI and AO/OA	222	0.240
buffers and inverters	67	0.0373
xor gates and xnor gates	100	0.182
[routing by layer]
layer,share of wire,global-route usage,vias to the layer above
met5,0,0,-
met4,0.011,0.0209,0
met3,0.047,0.0136,24
met2,0.45,0.309,185
met1,0.50,0.282,3564
li1,-,-,3961
[layout by cell type, fill, tap and decap left out, types with 10 or more instances in the layout]
cell type,Yosys,layout
xor2_1,25,23
clkdlybuf4s50_1,0,12
nor3_1,25,21
a21oi_1,38,34
nand2_1,65,58
xnor2_1,49,41
inv_2,1,19
o21ai_0,32,27
buf_4,0,341
nand3_1,24,22
inv_1,57,37
ha_1,174,147
o21a_1,19,19
a211oi_1,14,10
nor2_1,53,46
ha_4,0,25
or3_1,11,10
o211ai_1,10,10
[timing repair]
action,in CTS,in global routing
gates resized,112,93
endpoints found under the setup margin,3,3
pin swaps,52,79
hold endpoints to repair,0,0
setup buffers,109,15
Power figures rest on the tool's default switching activity, not on a simulated workload.
